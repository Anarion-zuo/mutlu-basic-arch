**/design/flow/run.sh**
```bash
#!/bin/bash
# OpenROAD 26Q1-2900-gdf79404cd8, Yosys 0.63+post, stock flow scripts
make -C /OpenROAD-flow-scripts/flow DESIGN_CONFIG=/design/flow/config.mk WORK_HOME=/design/flow/orfs finish
```
**/design/flow/config.mk**
```make
export PLATFORM = sky130hd
export DESIGN_NAME = Alu
export DESIGN_NICKNAME = Alu
export VERILOG_FILES = /design/flow/design.v
export SDC_FILE = /design/flow/constraint.sdc
export NUM_CORES = 4
export LEC_CHECK = 1
export CORE_UTILIZATION = 30
```
**/design/flow/constraint.sdc**
```tcl
current_design Alu

set clk_period 36.7
set clk_io_pct 0.2

create_clock -name clk0 -period $clk_period

set non_clock_inputs [all_inputs -no_clocks]
set_input_delay [expr $clk_period * $clk_io_pct] -clock clk0 $non_clock_inputs
set_output_delay [expr $clk_period * $clk_io_pct] -clock clk0 [all_outputs]
```
**/design/flow/design.v**
```verilog
`timescale 1ns / 1ps
module FullAdder(
    input a,
    input b,
    input ci,
    output wire s,
    output wire co
    );
    assign s = a ^ b ^ ci;
    assign co = (a & b) | (a & ci) | (b & ci);
endmodule
`timescale 1ns / 1ps
module Adder(
    input[31:0] A,
    input[31:0] B,
    output wire[31:0] Result
    );
    wire[31:0] couts;
    FullAdder fulladder0(
            .a(A[0]),
            .b(B[0]),
            .ci(1'b0),
            .co(couts[0]),
            .s(Result[0])
        );
    for (genvar i = 1; i < 32; i = i + 1) begin
        FullAdder fulladder(
            .a(A[i]),
            .b(B[i]),
            .ci(couts[i - 1]),
            .co(couts[i]),
            .s(Result[i])
        );
    end
endmodule
`timescale 1ns / 1ps
module Alu(
    input[3:0] aluOp,
    input[31:0] A,
    input[31:0] B,
    output wire[31:0] Result
    );
    wire[31:0] addSubRes, sltRes, andRes, orRes, xorRes, norRes;
    wire[31:0] BInput;
    Adder commonAdder(
        .A(A), .B(BInput), .Result(addSubRes)
    );
    wire[31:0] negatedB;
    AluNegator negator(
        .B(B), .Result(negatedB)
    );
    assign BInput = (aluOp[1] == 1 | aluOp[3] == 1) ? negatedB : B;
    assign sltRes = addSubRes[31] == 1'b1 ? 32'b1 : 32'b0;
    assign andRes = A & B;
    assign orRes = A | B;
    assign xorRes = A ^ B;
    assign norRes = ~(A | B);
    assign Result = aluOp[3] == 1 ? sltRes : (
        aluOp[2] == 1 ? (
            aluOp[1] == 1 ? (
                aluOp[0] == 1 ? norRes : xorRes
            ) : (
                aluOp[0] == 1 ? orRes : andRes
            )
        ) : (
            addSubRes
        )
    );
endmodule
`timescale 1ns / 1ps
module AluNegator(
    input[31:0] B,
    output[31:0] Result
    );
    wire[31:0] BInverse = ~B;
    Adder negatorAdder(
        .A(BInverse),
        .B(1),
        .Result(Result)
    );
endmodule
```
==> deck_impl_summary.md <==
Physical Implementation Snapshot

GRT
  – First-pass GRT wire length: 14.6 mm
  – Number of global-route vias before repair: 3167
  – Met3 capacity usage during global routing: 1.13%
  – Grt peak-use layer: met2
  – Pin count of the biggest net entering global routing: 65
  – Met1 layer usage reported by global route: 19.6%
  – Grt total ovfl: 0
  – GR Util All Layers: between 10% and 20%
  – Global routing met2 resource utilization: between 20% and 30%
  – Number of antenna violations at the first check in global routing: 0

Status
  – Status: complete, no violations

Detailed routing
  – Via/cell ratio: around 4.5
  – Count of antenna-violating nets left after detailed routing: 0
  – Initial DRT Pass Iterations: 4
  – Routed via count: about 3100
  – Post-route DRC: 0
  – Number of diodes added for antenna fixing: 0
  – Routed wire length per instance: 11.9 µm
  – Routed Wire Length: 8.20 mm
  – Initial detailed-routing violation count: roughly 120

Timing
  – Final hold viol count: 0
  – Ratio of final minimum period to clock period: approximately 80%
  – Aggregate negative setup slack: 0 ps
  – RSZ-0062 raised after global routing: false
  – Number of setup violations in the final report: 0
  – Fmax: between 0.03 and 0.04 GHz
  – Pin slew with the least headroom to its limit: around 680 ps
  – Time the worst path needs with I/O delays and setup: around 29000 ps
  – Relative slew slack: between 50 and 60%
  – Final tally of max-slew violations: 0

Clocking
  – Post CTS Setup Buffer Count: 0
  – Cts repair resizes: 0
  – Hold buffer count at CTS: 0

Layout
  – Seq Cell Count: 0
  – Area growth from synthesis to final layout: 28.5%
  – Most frequently placed logic cell in the final layout: sky130_fd_sc_hd__clkdlybuf4s50_1
  – Share of post-route cells with drive strength above 1: under 10%
  – Commonest cells after routing, fill and taps aside: sky130_fd_sc_hd__clkdlybuf4s50_1, sky130_fd_sc_hd__ha_1, sky130_fd_sc_hd__inv_1
  – Clock tree buffer count of the final layout: 0
  – Cell area after layout: between 0.004 and 0.005 mm²
  – Register Area: 0 µm²

Worst hold path
  – Worst hold path stage count: 4
  – Kind of path behind the tightest hold check: input port to output port
  – Min-Delay Endpoint: Result[31]
  – Startpoint of the worst hold path: aluOp[3]

Synth
  – Synthesized area: around 0.0038 mm²
  – Synthesized-area fraction occupied by adder cells: 46.5%
  – Yosys warning total: 0
  – Portion of the post-synthesis area used by sequential elements: 0%
  – Synth Area in Compound Gates: about an eighth
  – Synthesized chip area reported by yosys: 0.00382 mm²
  – Netlist cell types: 22
  – Post-Syn Area per Cell: about 8.6 µm²
  – Yosys Instances: ~440
  – Simple Share, Synth: about 3.3%
  – Mux area share: 18.6%
  – Area fraction in xor and xnor cells: under 10%
  – Instance tally after logic synthesis: 444
  – Dominant kind of combinational cell: adder cells

Floorplan
  – Area of the core: 0.0122 mm²
  – Die span in y: between 100 and 150 µm
  – Effective utilization at floorplan: 31.3%
  – Chip Area: ~0.013 mm²
  – FP Rows: 40
  – Horizontal die size: between 100 and 150 µm
  – I/O Pins: roughly 100

Job
  – Count of max-cap constraint violations: 0
  – Tally of OpenROAD warnings: around 64

Setup path
  – Critical path type: input port to output port
  – Worst path slowest cell: sky130_fd_sc_hd__clkdlybuf4s50_1
  – Worst endpoint required time: 29360 ps
  – Delay of the slowest critical-path stage: just under 500 ps
  – Capturing element type of the critical path: output port
  – Buffering stage count on the worst path with inverters included: 5
  – Worst-path fanout max: 34
  – CP Data Arrival Time: ~21000 ps
  – Startpoint type of the worst setup path: input port
  – CP delay by family, top: adder cells
  – Most used cell, CP: sky130_fd_sc_hd__fa_1

Power
  – Maximum vdd drop: roughly 0.007 mV
  – Static leakage: between 2 and 2.5 nW
  – Cell area power density: between 10 and 15 mW/mm²

Place
  – Routability-driven placement congestion ratio: 0.822
  – HPWL reported at the end of detailed placement: roughly 6.4 mm
  – Placed instance area: 0.00491 mm²
  – IO Port Bufs: 100
routing by layer:
layer / vias up / routed length [µm]
li1: 1626 / -
met1: 1426 / 4130
met2: 62 / 3700
met3: 0 / 362
met4: 0 / 0
met5: - / 0
logic make-up after synthesis:
logic type | Yosys count
buf+inv | 94
simple gates | 34
xor+xnor | 36
fa+ha+maj | 124
mux | 64
compound gates | 92
Yosys cell counts (5+ instances only):
| library cell | instances | area, µm² |
|---|---|---|
| sky130_fd_sc_hd__mux2_1 | 31 | 349 |
| sky130_fd_sc_hd__nand2_1 | 29 | 109 |
| sky130_fd_sc_hd__clkbuf_1 | 11 | 41.3 |
| sky130_fd_sc_hd__nor2_1 | 5 | 18.8 |
| sky130_fd_sc_hd__mux2i_1 | 8 | 80.1 |
| sky130_fd_sc_hd__o21ai_1 | 29 | 145 |
| sky130_fd_sc_hd__a21oi_1 | 58 | 290 |
| sky130_fd_sc_hd__fa_1 | 30 | 601 |
| sky130_fd_sc_hd__xor2_1 | 33 | 289 |
| sky130_fd_sc_hd__ha_1 | 94 | 1180 |
| sky130_fd_sc_hd__inv_1 | 66 | 248 |
| sky130_fd_sc_hd__mux2_2 | 25 | 282 |
worst max-delay path by stage:
stage / endpoint / start / depth (start not counted)
4_1_cts: Result[31] / aluOp[3] / 41
5_1_grt: Result[31] / aluOp[3] / 41
6_report: Result[31] / aluOp[3] / 41
layout make-up:
cell class | count | area [µm²]
Fill cell | 1230 | 7300
Multi-Input combinational cell | 350 | 3420
Timing Repair Buffer | 105 | 1030
Inverter | 67 | 251
Tap cell | 168 | 210
worst min-delay path, cell delays in order:
cell and delay, ps:
sky130_fd_sc_hd__buf_2 70, sky130_fd_sc_hd__buf_4 390, sky130_fd_sc_hd__a211oi_2 50, sky130_fd_sc_hd__clkdlybuf4s50_1 400
where the power goes:
group          switching [mW]  internal [mW]
logic                  0.0259         0.0313
clock network               0              0
registers                   0              0
stage by stage:
stage,instances,util [%],power (mW),worst slack (ps),hold slack [ps]
3_5_place_dp,690,40.2,0.0577,8120,15620
5_1_grt,690,40.2,0.0661,7530,15680
6_report,690,40.2,0.0571,8130,15610
3_3_place_gp,690,40.2,0.0567,8170,15630
2_1_floorplan,444,-,0.0337,9550,14850
4_1_cts,690,40.2,0.0582,8040,15630
Power and IR drop assume default switching activity.
