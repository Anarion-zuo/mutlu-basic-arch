[./config.mk]
export PLATFORM = sky130hd
export DESIGN_NAME = AluSubtractor
export DESIGN_NICKNAME = AluSubtractor
export VERILOG_FILES = /design/flow/design.v
export SDC_FILE = /design/flow/constraint.sdc
export NUM_CORES = 4
export LEC_CHECK = 1
export CORE_AREA = 10 10 103 103
export DIE_AREA = 0 0 113 113
[./constraint.sdc]
current_design AluSubtractor

set clk_period 13.9
set clk_io_pct 0.2

create_clock -name clk0 -period $clk_period

set non_clock_inputs [all_inputs -no_clocks]
set_input_delay [expr $clk_period * $clk_io_pct] -clock clk0 $non_clock_inputs
set_output_delay [expr $clk_period * $clk_io_pct] -clock clk0 [all_outputs]
[./design.v]
`timescale 1ns / 1ps
module FullAdder(
    input a,
    input b,
    input ci,
    output wire s,
    output wire co
    );
    assign s = a ^ b ^ ci;
    assign co = (a & b) | (a & ci) | (b & ci);
endmodule
`timescale 1ns / 1ps
module Adder(
    input[31:0] A,
    input[31:0] B,
    output wire[31:0] Result
    );
    wire[31:0] couts;
    FullAdder fulladder0(
            .a(A[0]),
            .b(B[0]),
            .ci(1'b0),
            .co(couts[0]),
            .s(Result[0])
        );
    for (genvar i = 1; i < 32; i = i + 1) begin
        FullAdder fulladder(
            .a(A[i]),
            .b(B[i]),
            .ci(couts[i - 1]),
            .co(couts[i]),
            .s(Result[i])
        );
    end
endmodule
`timescale 1ns / 1ps
module AluSubtractor(
    input[31:0] A,
    input[31:0] B,
    output[31:0] Result
    );
    wire[31:0] BInverse = ~B;
    wire[31:0] NegatedB;
    Adder negator(
        .A(BInverse),
        .B(1),
        .Result(NegatedB)
    );
    Adder adder(
        .A(A),
        .B(NegatedB),
        .Result(Result)
    );
endmodule
[./run.sh]
#!/bin/bash
# OpenROAD 26Q1-2900-gdf79404cd8, Yosys 0.63+post, stock flow scripts
make -C /OpenROAD-flow-scripts/flow DESIGN_CONFIG=/design/flow/config.mk WORK_HOME=/design/flow/orfs finish
==> impl_report.txt <==
=== SYNTHESIS / PLACE & ROUTE SUMMARY ===
----------------------------------------------------
[Run status]
  Run status ........................ finished with violations
  Failing checks ........................ negative setup slack

[Final timing]
  Endpoints failing setup ........................ 9
  Worst setup margin ........................ -2.51 ns
  Final cycle utilization of the critical path ........................ 118%
  RSZ-0062 raised after global routing ........................ yes
  Actual transition at the worst max-transition pin ........................ 0.162 ns
  Number of hold violations in the final report ........................ 0
  Tightest slew margin relative to the limit ........................ around nine tenths
  Maximum operating frequency ........................ 60.9 MHz
  Minimum clock period ........................ 16.41 ns
  Number of slew-limit violations in the final report ........................ 0

[Die]
  Width of the die ........................ 113 µm
  Area of the chip ........................ ~0.013 mm²
  DIE HEIGHT ........................ 113 µm
  Top-level port count ........................ 96
  Core Box Area ........................ 0.00830 mm²
  Fp_density ........................ 20.4%
  Num rows ........................ 33

[Finish]
  Area of the multi-input gates ........................ approximately 0.0011 mm²
  Count of clock buffers in the final design ........................ 0
  Area occupied by registers ........................ 0 µm²
  Layout fillers ........................ 876
  Final cell count without fillers ........................ 381
  Area overhead of the layout relative to synthesis ........................ 56.8%
  Number of sequential storage elements ........................ 0
  Fraction of layout cells with a size suffix above 1 ........................ 20.7%

[Power]
  Static leakage power ........................ 1.48 nW
  Cell area power density ........................ 36.5 mW/mm²
  Maximum vdd ir drop ........................ 13.4 µV

[Routing]
  Vias after detailed routing ........................ 1198
  Final routed wirelength across all metal layers ........................ 3.83 mm
  DRC violation total after the first TritonRoute iteration ........................ 17
  Tally of nets with antenna violations remaining after routing ........................ 0
  Detailed-route DRC error count ........................ 0
  WL/cell ........................ 10.0 µm
  Number of inserted diodes ........................ 0
  Pre-Repair DR Iteration Count ........................ 3
  Per-cell via count in the routed design ........................ 3.14

[Synthesis]
  Unique masters post-synth ........................ 6
  Area reported by Yosys stat ........................ 0.00169 mm²
  Area share of the largest cell type after synthesis ........................ 35.5%
  Share of the yosys chip area belonging to registers ........................ 0%
  Count of mapped cells out of synthesis ........................ 212
  Mapped Avg Cell Area ........................ about 8.0 µm²
  Number of warnings printed during yosys synthesis ........................ 0
  Number of standard cells reported by yosys ........................ around 210
  Area contributors post-synth ........................ fa_1 36%, inv_1 26%, ha_1 23%
  Combined area of all synthesized cells ........................ 0.00169 mm²
  Post-synth top area cell ........................ fa_1

[GRT]
  First-pass GRT wire length ........................ 6.34 mm
  Overall track demand over capacity in global routing ........................ 5.92%
  Maximum number of pins on one net before global-route repair ........................ 3
  Via count of the first global-routing pass ........................ 1392
  Antenna violations before repair ........................ 0
  Overflow left after global routing ........................ 0

[Critical path]
  Data arrival at the endpoint of the critical path ........................ approximately 14 ns
  CP dominant cell by count ........................ fa_2
  Destination of the critical timing path ........................ Result[31]
  Buffers plus inverters on the worst setup path ........................ 4
  Top fanout value on the critical path ........................ 1
  Cell with the largest stage delay on the worst path ........................ fa_2
  Capturing element type of the critical path ........................ primary output
  Worst Setup Path Type ........................ input pin to primary output
  Launch point of the critical path ........................ B[1]
  Required time of the critical path ........................ 11.12 ns
  Kind of launch point of the worst setup path ........................ input pin
  Total stage count of the critical path ........................ 37
  Largest incremental delay on the critical path ........................ 0.36 ns
  Largest delay contributor family on the critical path ........................ adder cells

[Placement]
  Cells after DPL ........................ between 300 and 400
  Gp weighted congestion ........................ roughly 0.8
  Number of buffers inserted by port buffering ........................ 96
  Half-perimeter wire length of the detailed placement result ........................ 3.77 mm
  DP Worst Slack ........................ -3.45 ns

[Job]
  Max-cap viol count ........................ 0
  OpenROAD warning count ........................ 35

[Clocking]
  Post-cts hold buffer count ........................ 0
  Buffers inserted by post-CTS timing repair ........................ 0

[Hold path]
  Kind of path behind the tightest hold check ........................ input pin to primary output

----------------------------------------------------
==> cells in the final DEF, fill, tap and decap left out <==
cell / instances
ha_2: 1
dlygate4sd2_1: 3
ha_1: 28
fa_2: 30
buf_2: 4
ha_4: 2
inv_8: 1
clkdlybuf4s50_1: 80
xor2_1: 1
inv_2: 11
xnor2_1: 2
buf_6: 5
inv_6: 1
inv_1: 103
clkdlybuf4s15_1: 2
buf_8: 2
==> power by group <==
| group | total, W | switching [W] | internal, W |
|---|---|---|---|
| clock | 0 | 0 | 0 |
| sequential | 0 | 0 | 0 |
| combinational | 0.0000967 | 0.0000316 | 0.0000651 |
==> cell type report <==
type / count / share of cell area, %
inverters: 116 / 16.9
multi-input cells: 64 / 42.2
well taps: 105 / 4.96
repair buffers: 96 / 36.0
==> through the flow <==
| step | util [%] | TNS [ns] | hold WS [ns] | area, µm² | total power [W] |
|---|---|---|---|---|---|
| 2_1_floorplan | - | -10.21 | 5.73 | 1800 | 0.0000584 |
| 6_report | 31.9 | -12.32 | 6.22 | 2650 | 0.0000967 |
| 5_1_grt | 31.9 | -14.35 | 6.25 | 2650 | 0.000113 |
| 3_5_place_dp | 32.0 | -20.80 | 6.62 | 2660 | 0.0000995 |
| 4_1_cts | 31.5 | -12.72 | 6.24 | 2620 | 0.0000947 |
| 3_3_place_gp | 32.0 | -20.45 | 6.61 | 2660 | 0.0000990 |
==> routing by layer <==
layer / vias up / track usage (%) / routed length (µm)
met5: - / 0 / 0
met4: 0 / 0 / 0
met3: 0 / 3.26 / 652
met2: 72 / 8.99 / 1400
met1: 479 / 7.75 / 1770
li1: 647 / - / -
==> tightest hold or removal path: stages <==
cell and delay, ns:
buf_8 0.08, ha_2 0.13, clkdlybuf4s50_1 0.45
==> cell usage after synthesis, drive strengths merged <==
master / instances
fa: 30
ha: 31
xor2: 1
inv: 116
xnor2: 2
buf: 32
==> worst min-delay path by stage <==
stage / slack [ns] / endpoint / startpoint / cells past startpoint
CTS: 6.24 / Result[0] / B[0] / 3
global route: 6.25 / Result[0] / B[0] / 3
finish: 6.22 / Result[0] / B[0] / 3
==> logic make-up (layout without fill, tap and decap cells) <==
| logic type | Yosys count | after routing | share of synthesized area (%) |
|---|---|---|---|
| XOR/XNOR | 3 | 3 | 1.55 |
| adder cells (fa/ha/maj) | 61 | 61 | 58.5 |
| buffers and inverters | 148 | 212 | 40.0 |
==> repair_timing <==
item,CTS,global route
pin swaps,1,0
resized,56,12
endpoints found under the setup margin,11,10
Power and IR drop assume default switching activity.
