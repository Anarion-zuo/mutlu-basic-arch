==> flow/design.v <==
`timescale 1ns / 1ps
module FullAdder(
    input a,
    input b,
    input ci,
    output wire s,
    output wire co
    );
    assign s = a ^ b ^ ci;
    assign co = (a & b) | (a & ci) | (b & ci);
endmodule
`timescale 1ns / 1ps
module Adder(
    input[31:0] A,
    input[31:0] B,
    output wire[31:0] Result
    );
    wire[31:0] couts;
    FullAdder fulladder0(
            .a(A[0]),
            .b(B[0]),
            .ci(1'b0),
            .co(couts[0]),
            .s(Result[0])
        );
    for (genvar i = 1; i < 32; i = i + 1) begin
        FullAdder fulladder(
            .a(A[i]),
            .b(B[i]),
            .ci(couts[i - 1]),
            .co(couts[i]),
            .s(Result[i])
        );
    end
endmodule
`timescale 1ns / 1ps
module AluAdder(
    input[31:0] A,
    input[31:0] B,
    output[31:0] Result
    );
    Adder adder(
        .A(A),
        .B(B),
        .Result(Result)
    );
endmodule
==> flow/run.sh <==
#!/bin/bash
# OpenROAD 26Q1-2900-gdf79404cd8, Yosys 0.63+post, stock flow scripts
make -C /OpenROAD-flow-scripts/flow DESIGN_CONFIG=/design/flow/config.mk WORK_HOME=/design/flow/orfs finish
==> flow/config.mk <==
export PLATFORM = sky130hd
export DESIGN_NAME = AluAdder
export DESIGN_NICKNAME = AluAdder
export VERILOG_FILES = /design/flow/design.v
export SDC_FILE = /design/flow/constraint.sdc
export NUM_CORES = 4
export LEC_CHECK = 1
export CORE_AREA = 10 10 90 90
export DIE_AREA = 0 0 100 100
==> flow/constraint.sdc <==
current_design AluAdder

set clk_period 14.8
set clk_io_pct 0.2

create_clock -name clk0 -period $clk_period

set non_clock_inputs [all_inputs -no_clocks]
set_input_delay [expr $clk_period * $clk_io_pct] -clock clk0 $non_clock_inputs
set_output_delay [expr $clk_period * $clk_io_pct] -clock clk0 [all_outputs]
==> Changelog: implementation <==
### Changed

- Status: complete, but fails checks
- Violated checks: negative setup slack
- Hold-fix buffers, CTS: 0
- Setup crit end kind: output pin
- Setup TNS: -9.023 ns
- Ys cells: 64
- OpenROAD warning count: 35
- Vias per cell: 3.224
- Largest net degree at the start of global routing: 2
- Max Clock Freq: 59.35 MHz
- Antenna violations before repair: 0
- Critical path class: in -> out
- Final Power: 66.44 uW
- Number of inserted diodes: 0
- Max-slew headroom: 92.00%
- Commonest Layout Cell: clkdlybuf4s50_1
- Syn_area_per_cell: 13.70 um2
- Measured slew at the worst slew-check pin: between 0.1 and 0.15 ns
- Buffers on Ports: 96
- Clock buf count: 0
- Max-Cap Viols: 0
- Synthesized area: approximately 900 um2
- Worst EP arrival: 13.89 ns
- Period utilisation layout: 113.8%
- Share of layout cells above drive strength 1: roughly 34%
- Die Area: around 10,000 um2
- Cell variety after synth: 4
- Die height: 100 um
- Register Area: 0 um2
- Leakage: between 0.5 and 0.6 nW
- Hold violation total from the final report: 0
- GRT Total Usage: 5.069%
- CP dominant cell by count: fa_2
- Flop Count: 0
- Row Count: 29
- Most frequent cells in the layout: 83 x clkdlybuf4s50_1, 30 x fa_2, 9 x buf_2, 2 x buf_6
- Worst Path Max Fanout: 1
- RSZ-0062 raised after global routing: yes
- First-pass GRT wire length: 4.160 mm
- Die Span X: 100 um
- Place WS: -2.861 ns
- Area Overhead vs Synth: 97.57%
- Slew Limit Fails: 0
- Ports: about 96
- Final Setup Violations: 7
- Post-place instance area: 1782 um2
- Peak VDD IR: 0.01424 mV
- DP HPWL: 2.734 mm
- Drt drc: 0
- Crit path largest cell delay: 0.36 ns
- Worst Hold Class: in -> out
- Hold slack final: 6.550 ns
- Core area: 6277 um2
- Synth warn: 0
- PD cells: 38.34 nW/um2
- WP data required: 11.84 ns
- Gp weighted congestion: 0.8050
- Yosys synthesis chip area: 877.1 um2
- Slowest stage cell on the critical path: fa_2
- Initial core utilization: 13.97%
- Number of global-route vias before repair: 805
- Critical Path Start Type: primary input
- Initial DRC Count: 0
- Vias: around 660
- Final Cell Area: 1733 um2
- Worst Slack Setup Final: -2.050 ns
- Dpl cells: between 200 and 250
- ANT nets after route: 0
- Post-synth seq share: 0%
- Post-layout util: 27.61%
- DRT Pass-1 Iters: 1
- Routed wire length: 2.727 mm
- Final min period: 16.85 ns
- Overflow after GRT: 0
- DR WL/cell: 13.30 um
- Finished Layout Cells: 205
- Post-Synthesis Cells: 64
report_power, final:
part | switching (mW) | internal, mW | total [mW]
sequential | 0 | 0 | 0
clock | 0 | 0 | 0
combinational | 0.0176 | 0.0488 | 0.0664
total | 0.0176 | 0.0488 | 0.0664
cell families (layout without fill, tap and decap cells):
logic type | after synthesis | in the layout | synth area share (%)
buf+inv | 32 | 96 | 27.39
xor+xnor | 1 | 1 | 2.710
fa+ha+maj | 31 | 31 | 69.90
worst max-delay path: cells and delay by family:
family / cells / cell delay [ns]
XOR/XNOR: 1 / 0.17
buffers and inverters: 2 / 0.22
adder cells (fa/ha/maj): 31 / 10.53
cells in the mapped netlist:
master	count	area, um2
xor3_1	1	23.77
ha_1	1	12.51
fa_1	30	600.6
buf_4	32	240.2
per-layer routing:
layer  vias to the layer above  part of all wire (%)  GRT usage (%)
met5                         -                     0              0
met4                         0                     0              0
met3                         0                    23          4.372
met2                        77                    36          6.819
met1                       294                    41          6.457
li1                        290                     -              -
worst paths after layout:
| check | to | start | slack (ns) | depth (start not counted) |
|---|---|---|---|---|
| max | Result[31] | A[0] | -2.05 | 34 |
| min | Result[0] | B[0] | 6.55 | 3 |
cell type report:
type                       count  area [um2]
fill                         640        4544
multi-input combinational     32       724.4
timing repair buffer          96       912.1
tap                           77       96.34
timing repair:
item | 4_1_cts | 5_1_grt
pin swaps | 0 | 0
setup buffers | 0 | 0
endpoints found under the setup margin | 10 | 8
resized | 40 | 2
Power and IR drop assume default switching activity.
